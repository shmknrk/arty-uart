==> ./design.v <==
`timescale 1ns/1ps
module m_main # (
    parameter WAIT_DIV = 1000
)(
    input  logic CLK,  
    input  logic RST,  
    output logic TXD   
);
    logic [31:0] cnt    = 0, n_cnt;  
    logic [9:0]  offset = 0, n_offset;
    always_comb begin
        n_cnt    = cnt;
        n_offset = offset;
        if (cnt == 0) begin
            if (offset == 12) begin
                n_offset = 0;
            end else begin
                n_offset = offset + 1;
            end
        end
        if (cnt == 99_999_999) begin
            n_cnt = 0;
        end else begin
            n_cnt = cnt + 1;
        end
    end
    always_ff @ (posedge CLK or posedge RST) begin
        if (RST) begin
            cnt    <= 0;
            offset <= 0;
        end else begin
            cnt    <= n_cnt;
            offset <= n_offset;
        end
    end
    logic [9:0] mem_raddr;  
    logic [7:0] mem_rdata;  
    logic       mem_we;     
    logic [9:0] mem_waddr;  
    logic [7:0] mem_wdata;  
    assign mem_raddr = offset;
    assign mem_we    = 0;
    assign mem_waddr = 0;
    assign mem_wdata = 0;
    m_memory memory (
        .CLK(CLK),
        .RST(RST),
        .RADDR(mem_raddr),
        .RDATA(mem_rdata),
        .WE(mem_we),
        .WADDR(mem_waddr),
        .WDATA(mem_wdata)
    );
    logic [7:0] uart_tx_din;    
    logic       uart_tx_valid;  
    logic       uart_tx_busy;   
    assign uart_tx_din   = mem_rdata;
    assign uart_tx_valid = (cnt == 0);
    m_uart_tx # (
    .WAIT_DIV(WAIT_DIV)
    )
    uart_tx (
        .CLK(CLK),
        .RST(RST),
        .VALID(uart_tx_valid),
        .DIN(uart_tx_din),
        .DOUT(TXD),
        .BUSY(uart_tx_busy)
    );
endmodule
`timescale 1ns/1ps
module m_memory (
    input  logic       CLK,    
    input  logic       RST,    
    input  logic [9:0] RADDR,  
    output logic [7:0] RDATA,  
    input  logic       WE,     
    input  logic [9:0] WADDR,  
    input  logic [7:0] WDATA   
);
    logic [7:0] ram [1023:0];  
    initial begin
        for (int i = 0; i < 1024; i = i + 1) begin
            ram[i] = 0;
        end
        ram[0]  = 8'h48;  
        ram[1]  = 8'h65;  
        ram[2]  = 8'h6c;  
        ram[3]  = 8'h6c;  
        ram[4]  = 8'h6f;  
        ram[5]  = 8'h2c;  
        ram[6]  = 8'h20;  
        ram[7]  = 8'h55;  
        ram[8]  = 8'h41;  
        ram[9]  = 8'h52;  
        ram[10] = 8'h54;  
        ram[11] = 8'h0d;  
        ram[12] = 8'h0a;  
    end
    assign RDATA = ram[RADDR];
    always_ff @(posedge CLK or posedge RST) begin
        if (RST) begin
            for (int i = 0; i < 1024; i = i + 1) begin
                ram[i] <= 0;
            end
        end else begin
            if (WE) begin
                ram[WADDR] <= WDATA;
            end
        end
    end
endmodule
`timescale 1ns/1ps
module m_uart_tx #(
    parameter WAIT_DIV = 1000
)(
    input  logic       CLK,   
    input  logic       RST,   
    input  logic       VALID,
    input  logic [7:0] DIN,   
    output logic       DOUT,  
    output logic       BUSY
);
    localparam WAIT_DIV_WIDTH = $clog2(WAIT_DIV + 1);
    typedef enum {
        STATE_IDLE,
        STATE_SND  
    } statetype;
    statetype state = STATE_IDLE, n_state;
    logic [9:0]                  data     = '1, n_data;
    logic [WAIT_DIV_WIDTH - 1:0] wait_cnt = 0, n_wait_cnt;
    logic [3:0]                  bit_cnt  = 0, n_bit_cnt;
    assign DOUT = data[0];
    assign BUSY = (state != STATE_IDLE);
    always_comb begin
        n_state    = state;
        n_data     = data;
        n_wait_cnt = wait_cnt;
        n_bit_cnt  = bit_cnt;
        if (state == STATE_IDLE) begin
            if (VALID) begin
                n_state    = STATE_SND;
                n_data     = {1'b1, DIN, 1'b0};
                n_wait_cnt = 0;
                n_bit_cnt  = 0;
            end
        end else if (state == STATE_SND) begin
            if (wait_cnt == WAIT_DIV - 1) begin
                n_wait_cnt = 0;
                if (bit_cnt == 9) begin
                    n_state   = STATE_IDLE;
                    n_bit_cnt = 0;
                end else begin
                    n_data    = {1'b1, data[9:1]};
                    n_bit_cnt = bit_cnt + 1;
                end
            end else begin
                n_wait_cnt = wait_cnt + 1;
            end
        end
    end
    always_ff @ (posedge CLK or posedge RST) begin
        if (RST) begin
            state    <= STATE_IDLE;
            data     <= '1;
            wait_cnt <= 0;
            bit_cnt  <= 0;
        end else begin
            state    <= n_state;
            data     <= n_data;
            wait_cnt <= n_wait_cnt;
            bit_cnt  <= n_bit_cnt;
        end
    end
endmodule
==> ./run.sh <==
#!/bin/bash
# OpenROAD 26Q1-2900-gdf79404cd8, Yosys 0.63+post, stock flow scripts
make -C /OpenROAD-flow-scripts/flow DESIGN_CONFIG=/design/flow/config.mk WORK_HOME=/design/flow/orfs finish
==> ./config.mk <==
export PLATFORM = sky130hd
export DESIGN_NAME = m_main
export DESIGN_NICKNAME = m_main
export VERILOG_FILES = /design/flow/design.v
export SDC_FILE = /design/flow/constraint.sdc
export NUM_CORES = 4
export LEC_CHECK = 1
export CORE_UTILIZATION = 40
==> ./constraint.sdc <==
current_design m_main

set clk_period 6.2
set clk_io_pct 0.2

create_clock -name clk0 -period $clk_period [get_ports {CLK}]

set non_clock_inputs [all_inputs -no_clocks]
set_input_delay [expr $clk_period * $clk_io_pct] -clock clk0 $non_clock_inputs
set_output_delay [expr $clk_period * $clk_io_pct] -clock clk0 [all_outputs]
==> metrics.log <==
[flow] collecting metrics
[metrics] global-route wire length before repair: 13,500 um
[metrics] worst min-delay path startpoint: cnt[0]
[metrics] relative area change from synthesis to final layout: 7.57%
[metrics] largest net degree at the start of global routing: 41
[metrics] Syn Inst Count: 409
[metrics] remaining antenna violation count after routing: 0
[metrics] maximum ir drop on the vdd rail: 122 uV
[metrics] area of all sequential standard cells: 1680 um2
[metrics] combinational gate area: 2080 um2
[metrics] biggest area consumer among synthesized cells: sky130_fd_sc_hd__dfrtp_1
[metrics] multiplexer share of the synthesized area: 1.94%
[metrics] Registers, synthesis: 67
[metrics] filler instances: 892
[metrics] minimum hold slack: 478 ps
[metrics] top flip-flop cell by instance count after synthesis: sky130_fd_sc_hd__dfrtp_1
[metrics] number of rows in the core area: 35
[metrics] via count of the routed design: 2,954
[metrics] critical path class: reg -> out
[metrics] total congestion overflow after global routing: 0
[metrics] cell total in the yosys stat output: 409
[metrics] power density of the placed cells: 180 nW/um2
[metrics] cell with the most instances after synthesis: sky130_fd_sc_hd__dfrtp_1
[metrics] DRC Markers: 0
[metrics] Worst Hold Depth: 1
[metrics] final setup violating endpoints: 0
[metrics] root buf cell: sky130_fd_sc_hd__clkbuf_8
[metrics] antenna violations before repair: 0
[metrics] cts hold-fix bufs: 0
[metrics] post-synthesis async set-or-reset flop share: 98.5%
[metrics] crit path DAT: 1320 ps
[metrics] clock tree buffer depth: 2
[metrics] Final Slew Violations: 0
[metrics] end of the worst register-to-register path: cnt[21]
[metrics] reg-to-reg startpoint: cnt[0]
[metrics] Mapped Area: 3870 um2
[metrics] layout cells sized above 1: 10.8%
[metrics] input/output buffers: 2
[metrics] Hold Crit Class: reg -> reg
[metrics] Setup TNS: 0 ps
[metrics] pre-CTS worst setup slack: 3540 ps
[metrics] XOR Share, Synth: 7.93%
[metrics] final count of hold timing violations: 0
[metrics] clock tree from TritonCTS: done
[metrics] Final WS setup: 3640 ps
[metrics] global routing usage summed across all routing layers: 16.8%
[metrics] last weighted congestion value of the routability-driven placer: 0.844
[metrics] headroom to the max-slew limit: 35.2%
[metrics] dominant kind of combinational cell: simple AND/OR/NAND/NOR gates
[metrics] Yosys Chip Area: 3870 um2
[metrics] largest stage delay on the critical path: 530 ps
[metrics] Routed wire per std cell: 13.9 um
[metrics] number of DRC markers in iteration 0: 124
[metrics] Post CTS Setup Buffer Count: 0
[metrics] simple share: 27.4%
[metrics] router iterations before antenna repair: 4
[metrics] static leakage: 1.73 nW
[metrics] worst-path fanout max: 2
[metrics] clock edge transition at the registers on the reported setup and hold paths: 70 ps
[metrics] number of top-level pins: 3
[metrics] TritonCTS buffer count: 9
[metrics] share of synthesized cell area in and-or and or-and compound cells: 13.5%
[metrics] Die Y: 100 um
[metrics] Register-to-Register Setup Slack: 3880 ps
[metrics] capture endpoint of the worst hold path: cnt[0]
[metrics] Post-Synth Adder-Cell Area: 2.91%
[metrics] Post-synth top cells: sky130_fd_sc_hd__dfrtp_1 (57), sky130_fd_sc_hd__nor2_1 (42), sky130_fd_sc_hd__nand2_1 (38)
[metrics] Achievable Freq: 0.391 GHz
[metrics] number of buffers and inverters on the critical path: 1
[metrics] source-to-sink clock delay at the later pin of the worst-skew pair: 340 ps
[metrics] post-layout minimum cycle time: 2560 ps
[metrics] vias in the first global route: 2,793
[metrics] critical path startpoint category: flop
[metrics] leading cell types by total area after synthesis: sky130_fd_sc_hd__dfrtp_1 (37%), sky130_fd_sc_hd__dfstp_2 (6.1%), sky130_fd_sc_hd__xor2_1 (4.5%)
[metrics] HPWL Detailed: 5210 um
[metrics] vias per inst: 5.42
[metrics] post-synthesis cell type count: 64
[metrics] Worst Reg2Reg Path Length in Cells: 6
[metrics] setup clock skew after layout: 8.74 ps
[metrics] final critical-path share of the clock period: 41.2%
[metrics] max-cap violations: 0
[metrics] Worst setup EP type: output port
[metrics] area of the die: 10,100 um2
[metrics] die x size: 100 um
[metrics] EDFF count, synth: 0
[metrics] crit path cell chain: clkdlybuf4s50_1
[metrics] count of synthesis-stage warnings from yosys: 4
[metrics] Overall Power: 0.000750 W
[metrics] average cell area after synthesis: 9.46 um2
[metrics] Slew @ Worst Pin: 959 ps
[metrics] number of register pins that no clock reaches: 1
[metrics] total number of warnings across the stage logs: 30
[metrics] H-Tree Depth: 3
[metrics] number of resized instances in the post-cts repair step: 0
[metrics] Worst Path Required: 4960 ps
[metrics] run status: complete, no violations
[metrics] number of antenna cells inserted: 0
[metrics] core utilization before placement: 41.7%
[metrics] core outline area: 9280 um2
[metrics] CP delay by family, top: flip-flops
[metrics] Worst path slowest cell: sky130_fd_sc_hd__dfstp_2
[metrics] setup repair after global routing missed its margin: no
[metrics] fraction of synthesized cell area taken by the top area cell type: 36.9%
[metrics] Total Routed Length: 7580 um
[how the worst max path moves through the flow]
stage         slack, ps  depth (start not counted)  endpoint       startpoint
CTS                3630                          1       TXD  uart_tx.data[0]
global route       3580                          6    cnt[1]           cnt[0]
finish             3640                          1       TXD  uart_tx.data[0]
[state kept, by name (all words and copies together), names as in the netlist]
signal	flops
uart_tx.data	9
memory.ram	1
cnt	32
offset	10
uart_tx.bit_cnt	4
uart_tx.state	1
uart_tx.wait_cnt	10
[metal layers]
layer	vias to the layer above	GRT usage [%]	share of wire, %
met4	0	2.56	1.1
li1	1483	-	-
met3	8	3.33	4.0
met2	46	24.9	45
met5	-	0	0
met1	1417	27.0	50
[through the flow]
stage	instance area [um2]	utilization, %	instances
3_5_place_dp	4000	43.0	529
2_1_floorplan	3870	-	409
6_report	4160	44.8	545
3_3_place_gp	4000	43.0	529
4_1_cts	4160	44.8	545
5_1_grt	4160	44.8	545
[where the power goes]
part	leakage, nW	switching [W]	internal (W)
clock network	0.0872	0.000152	0.000154
logic	0.788	0.00000919	0.00000173
registers	0.854	0.000000451	0.000432
total	1.73	0.000162	0.000588
[cell usage in the layout (no fill, tap or decap), types with 3 or more instances in the layout]
cell type | Yosys | layout
sky130_fd_sc_hd__dfrtp_1 | 57 | 57
sky130_fd_sc_hd__nor2_1 | 42 | 42
sky130_fd_sc_hd__nand2_1 | 38 | 38
sky130_fd_sc_hd__o21ai_0 | 24 | 24
sky130_fd_sc_hd__nand3_1 | 23 | 23
sky130_fd_sc_hd__xor2_1 | 20 | 20
sky130_fd_sc_hd__xnor2_1 | 15 | 15
sky130_fd_sc_hd__nor3_1 | 14 | 14
sky130_fd_sc_hd__o21ai_1 | 14 | 14
sky130_fd_sc_hd__nand4_1 | 13 | 13
sky130_fd_sc_hd__and3_1 | 12 | 12
sky130_fd_sc_hd__inv_1 | 12 | 11
sky130_fd_sc_hd__clkbuf_8 | 0 | 10
sky130_fd_sc_hd__ha_1 | 9 | 9
sky130_fd_sc_hd__dfstp_2 | 9 | 9
sky130_fd_sc_hd__o31ai_1 | 8 | 8
sky130_fd_sc_hd__nor2b_1 | 6 | 6
sky130_fd_sc_hd__and2_1 | 6 | 6
sky130_fd_sc_hd__and4_1 | 4 | 4
sky130_fd_sc_hd__nor4_4 | 4 | 4
sky130_fd_sc_hd__nand2b_1 | 4 | 4
sky130_fd_sc_hd__nor4_2 | 3 | 3
sky130_fd_sc_hd__nor4_1 | 3 | 3
sky130_fd_sc_hd__nand3b_1 | 3 | 3
sky130_fd_sc_hd__a31oi_1 | 3 | 3
sky130_fd_sc_hd__or3_1 | 3 | 3
sky130_fd_sc_hd__o22ai_1 | 3 | 3
sky130_fd_sc_hd__mux2_1 | 3 | 3
sky130_fd_sc_hd__mux2i_1 | 3 | 3
sky130_fd_sc_hd__a21oi_1 | 3 | 3
sky130_fd_sc_hd__a211oi_1 | 3 | 3
sky130_fd_sc_hd__clkinv_2 | 0 | 3
sky130_fd_sc_hd__clkbuf_1 | 7 | 3
[cells by family after synthesis]
| kind of cell | Yosys count |
|---|---|
| muxes | 7 |
| DFF | 66 |
| adders and majority gates | 9 |
| buffers and inverters | 25 |
| xor gates and xnor gates | 35 |
| latches | 1 |
| and+or+nand+nor | 186 |
| other | 1 |
| AOI/OAI and AO/OA | 79 |
[area by class of cell]
cell class	instances	share of cell area [%]
timing repair buffer	4	0.842
clock inverter	3	0.361
sequential	67	40.3
multi-input combinational	317	49.9
inverter	12	1.08
clock buffer	13	3.58
tap	129	3.88
Power is estimated from default activity; no workload was simulated.
